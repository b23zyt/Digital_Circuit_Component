`./config.mk`:
```
export PLATFORM = sky130hd
export DESIGN_NAME = counter_top
export DESIGN_NICKNAME = counter_top
export VERILOG_FILES = /design/flow/design.v
export SDC_FILE = /design/flow/constraint.sdc
export NUM_CORES = 4
export LEC_CHECK = 1
export CORE_AREA = 10 10 103 103
export DIE_AREA = 0 0 113 113
```
`./constraint.sdc`:
```
current_design counter_top

set clk_period 3.3
set clk_io_pct 0.2

create_clock -name clk0 -period $clk_period [get_ports {sys_clk}]

set non_clock_inputs [all_inputs -no_clocks]
set_input_delay [expr $clk_period * $clk_io_pct] -clock clk0 $non_clock_inputs
set_output_delay [expr $clk_period * $clk_io_pct] -clock clk0 [all_outputs]
```
`./design.v`:
```
module counter_top
#(
	parameter CNT_MAX = 25'd24_999_990
)
(
	input wire sys_clk,
	input wire sys_rst_n,
	output reg led_out
);
reg [24:0] cnt;
reg 		cnt_flag;
always@(posedge sys_clk or negedge sys_rst_n)
	if(sys_rst_n == 1'b0)
		cnt <= 25'b0;
	else if(cnt == CNT_MAX)
		cnt <= 25'b0;
	else 
		cnt <= cnt + 1'b1;
always@(posedge sys_clk or negedge sys_rst_n)
	if(sys_rst_n == 1'b0)
		cnt_flag <= 1'b0;
	else if(cnt == CNT_MAX)
		cnt_flag <= 1'b1;
	else 
		cnt_flag <= 1'b0;
always@(posedge sys_clk or negedge sys_rst_n)
	if(sys_rst_n == 1'b0)
		led_out <= 1'b0;
	else if(cnt_flag == 1'b1)
		led_out <= ~led_out;
endmodule
```
`./run.sh`:
```
#!/bin/bash
# OpenROAD 26Q1-2900-gdf79404cd8, Yosys 0.63+post, stock flow scripts
make -C /OpenROAD-flow-scripts/flow DESIGN_CONFIG=/design/flow/config.mk WORK_HOME=/design/flow/orfs finish
```
==> impl_metrics.py <==
# Synthesis and PnR figures
metrics = {
    "timing": {
        "hold_viol": 0,
        "hold_ws_ns": 0.434,
        "slew_violations": 0,
        "worst-slew-pin-transition_ns": 0.841,
        "max_freq_ghz": 0.459,
        "rsz0062_at_grt": "false",
        "tns_ns": 0,
        "timing.final.crit_share_pct": 66.0,
        "maxSlewHeadroom_pct": 43.6,
        "clock_skew_ns": 0.00567,
        "min_period_ns": 2.18,
        "setup_viol_count_final": 0,
    },
    "logic_synthesis": {
        "yosys.area.top_type_share_pct": 48.9,
        "ys_cells": 134,
        "common_cells": "dfrtp_1 (27), nor2_1 (16), xnor2_1 (12), nand3_1 (10), nand2_1 (8)",
        "syn_area_um2": 1380,
        "synth-edff-count": 0,
        "yosys_warnings": 1,
        "yosys.area.top_type": "dfrtp_1",
        "topCellsByArea": "dfrtp_1 (49%), xnor2_1 (7.6%), nor2_1 (4.3%), nand3_1 (3.6%), nand4_1 (2.7%)",
        "synth-async-reset-ratio_pct": 100,
        "ys_area_um2": 1380,
        "synth-seq-area-share_pct": 48.9,
        "synth.distinct_cells": 35,
        "postSynthCellCount": 134,
        "most_common_cell": "dfrtp_1",
        "synth_flops": 27,
        "flop_cell": "dfrtp_1",
        "syn_avg_cell_area_um2": 10.3,
    },
    "layout": {
        "final_util_pct": 19.0,
        "fillers": 896,
        "synthToLayoutAreaGrowth_pct": 13.9,
        "fin_cells": 244,
        "drive_gt1_share_pct": 10.8,
        "comb_area_um2": 667,
        "final_cell_area_um2": 1570,
        "regArea_um2": 676,
    },
    "clock_tree": {
        "clkTransAtPathRegs_ns": 0.09,
        "cts_max_level": 1,
        "ctsHoldBuffers": 0,
        "cts.sinks": 27,
        "cts_resized": 0,
        "clockBufferDepth": 2,
        "post_cts_buffers": 0,
        "cts_buffers": 3,
        "clock-root-buffer": "clkbuf_8",
        "cts_tree": "yes",
        "clk_latency_ns": 0.27,
    },
    "floorplanning": {
        "die_h_um": 113,
        "ios": 3,
        "chipArea_um2": 12800,
        "core_um2": 8300,
        "die_w_um": 113,
        "num_rows": 33,
        "fp_util_pct": 16.6,
    },
    "hold_path": {
        "min_from": "cnt_flag$_DFF_PN0_",
        "min_path_cells": 1,
        "whs_endpoint": "led_out$_DFFE_PN0P_",
        "hold_path_class": "flip-flop to flip-flop",
    },
    "setup_path": {
        "end_kind": "flip-flop",
        "cp_top_family": "simple AND/OR/NAND/NOR gates",
        "crit_arrival_ns": 2.30,
        "cp.buffers_inverters": 1,
        "startpoint_type": "flip-flop",
        "rrSetupSlack_ns": 1.12,
        "r2r-start": "cnt[0]$_DFF_PN0_",
        "reg2reg_to": "cnt[13]$_DFF_PN0_",
        "slowest_stage": "nor3_2",
        "cp_max_fo": 13,
        "crit_type": "flip-flop to flip-flop",
        "path_cells": "inv_1 > ha_1 > nor4bb_1 > nand4_1 > nor3_2 > nor2_1",
        "worstRegToRegCells": 6,
        "slowest_delay_ns": 0.71,
        "cp_data_required_time_ns": 3.42,
    },
    "power_and_ir_drop": {
        "p_leak_nw": 0.611,
        "intPower_w": 0.000418,
        "switching_share_pct": 20.8,
        "peakVddDrop_v": 0.000297,
        "clkPwrFrac_pct": 35.9,
        "switching_power_w": 0.000110,
        "combPwrFrac_pct": 1.5,
        "powerDensity_nw_per_um2": 335,
        "power_frac_seq_pct": 62.7,
    },
    "run_status": {
        "status": "completed",
    },
    "drt": {
        "route.detailed.drc": 0,
        "viasPerCell": 4.02,
        "routed_wl_um": 2470,
        "final_antenna_net_count": 0,
        "num_antenna_cells": 0,
        "first_pass_iters": 4,
        "wire_per_inst_um": 10.1,
        "drtIter0Drc": 47,
        "vias": 980,
    },
    "placed_design": {
        "gp_congestion": 0.899,
        "placed_cells": 240,
        "dpl_cell_area_um2": 1520,
        "dp_hpwl_um": 1820,
        "portBuffers": 2,
    },
    "global_route": {
        "overflow": 0,
        "antenna_found_initial": 0,
        "grt_max_degree": 28,
        "grt.total_usage_pct": 3.79,
        "grt_pass1_vias": 889,
        "grt_first_pass_wirelength_um": 4240,
    },
    "job": {
        "max_cap_violations": 0,
        "tool_warnings": 26,
    },
}
cells by family (layout without fill, tap and decap cells):
| family | count (synthesis) | count (layout) | synth area share [%] |
|---|---|---|---|
| fa+ha+maj | 2 | 2 | 1.81 |
| xor+xnor | 16 | 16 | 10.1 |
| simple gates | 65 | 65 | 28.8 |
| flops | 27 | 27 | 48.9 |
| compound gates | 14 | 14 | 6.07 |
| buf+inv | 8 | 13 | 2.81 |
| mux | 2 | 2 | 1.45 |
how the worst max path moves through the flow:
stage | slack [ns] | cells after the start | endpoint | from
6_report | 1.12 | 6 | cnt[13]$_DFF_PN0_ | cnt[0]$_DFF_PN0_
5_1_grt | 0.88 | 6 | cnt[2]$_DFF_PN0_ | cnt[0]$_DFF_PN0_
4_1_cts | 1.09 | 6 | cnt[12]$_DFF_PN0_ | cnt[0]$_DFF_PN0_
routing by layer:
layer  vias to the layer above  part of all wire [%]  GRT usage (%)
met5                         -                     0              0
met1                       475                    54           5.60
li1                        495                     -              -
met4                         0                     0              0
met3                         0                   2.4           1.01
met2                        10                    44           5.76
flip-flops by register name, indices dropped and copies added, names as in the netlist:
name / flops
cnt_flag: 1
cnt: 25
led_out: 1
area by class of cell:
type | count | area share [%]
flip-flops and latches | 27 | 43.0
well taps | 105 | 8.35
inverters | 6 | 1.43
repair buffers | 3 | 1.75
multi-input cells | 99 | 42.4
clock inverters | 1 | 0.477
clock buffers | 3 | 2.63
power groups by stage:
stage         Clock, W  Combinational [W]  Sequential, W
CTS           0.000197         0.00000856       0.000331
global route  0.000210         0.00000952       0.000331
finish        0.000189         0.00000784       0.000331
layout by cell type (no fill, tap or decap):
cell type / instances
a21oi_1: 4
a31o_2: 1
a31oi_1: 1
and3b_1: 1
and4_1: 2
and4_2: 1
buf_4: 1
clkbuf_8: 3
clkdlybuf4s50_1: 2
clkinvlp_4: 1
dfrtp_1: 27
ha_1: 2
inv_1: 6
mux2i_1: 2
nand2_1: 8
nand3_1: 10
nand3_2: 1
nand4_1: 6
nand4_2: 1
nand4_4: 1
nand4b_1: 1
nor2_1: 16
nor3_1: 2
nor3_2: 2
nor4_1: 4
nor4bb_1: 2
o21ai_0: 4
o22ai_1: 1
o31ai_1: 3
or2_1: 1
or3_1: 2
or3_2: 1
or3_4: 1
or4_1: 1
or4_4: 1
xnor2_1: 12
xor2_1: 4
per-stage QoR:
stage | setup slack, ns | total power (W)
floorplan | 1.49 | 0.000337
global placement | 1.20 | 0.000346
detailed placement | 1.10 | 0.000346
CTS | 1.09 | 0.000536
global route | 0.885 | 0.000550
finish | 1.12 | 0.000528
Power figures rest on the tool's default switching activity, not on a simulated workload.
