File: flow/config.mk
export PLATFORM = sky130hd
export DESIGN_NAME = water_led0_top
export DESIGN_NICKNAME = water_led0_top
export VERILOG_FILES = /design/flow/design.v
export SDC_FILE = /design/flow/constraint.sdc
export NUM_CORES = 4
export LEC_CHECK = 1
export CORE_AREA = 10 10 108 108
export DIE_AREA = 0 0 118 118
File: flow/constraint.sdc
current_design water_led0_top

set clk_period 4.2
set clk_io_pct 0.2

create_clock -name clk0 -period $clk_period [get_ports {sys_clk}]

set non_clock_inputs [all_inputs -no_clocks]
set_input_delay [expr $clk_period * $clk_io_pct] -clock clk0 $non_clock_inputs
set_output_delay [expr $clk_period * $clk_io_pct] -clock clk0 [all_outputs]
File: flow/design.v
module water_led0_top
#(
	parameter CNT_MAX = 25'd24_999_999
)
(
	input wire sys_clk,
	input wire sys_rst_n,
	output wire [3:0] led_out
);
reg [24:0] cnt;
reg	cnt_flag;  
reg [3:0] led_out_reg;  
always@(posedge sys_clk or negedge sys_rst_n)
	begin
		if(sys_rst_n == 1'b0)
			cnt <= 25'd0;
		else if(cnt == CNT_MAX)
			cnt <= 25'd0;  
		else 
			cnt <= cnt + 1'b1;
	end
always@(posedge sys_clk or negedge sys_rst_n)
	begin
		if(sys_rst_n == 1'b0)
			cnt_flag <= 1'b0;
		else if(cnt == CNT_MAX - 1'b1)
			cnt_flag <= 1'b1;
		else	
			cnt_flag <= 1'b0;
	end
always@(posedge sys_clk or negedge sys_rst_n)
	begin
		if(sys_rst_n == 1'b0)
			led_out_reg <= 4'b0001;  
		else if (led_out_reg == 4'b1000 && cnt_flag == 1'b1)
			led_out_reg <= 4'b0001;  
		else if (cnt_flag == 1'b1)
			led_out_reg <= led_out_reg << 1'b1;  
	end
assign led_out = ~led_out_reg;  
endmodule
File: flow/run.sh
#!/bin/bash
# OpenROAD 26Q1-2900-gdf79404cd8, Yosys 0.63+post, stock flow scripts
make -C /OpenROAD-flow-scripts/flow DESIGN_CONFIG=/design/flow/config.mk WORK_HOME=/design/flow/orfs finish
==> reports/results.txt <==
YS warnings - 1
Worst Setup SP - led_out_reg[0]
Pleak - 0.701 nW
cts bufs inserted - 5
Syn-to-layout area delta - 20.9%
Hold Slack - 496 ps
total number of vias - 1071
max_slew headroom - 0.654
cells after synthesis - 142
PD cells - 310 nW/µm²
Chip Height - 118 µm
crit path max fanout - 3
reg2reg start - cnt[1]
Final GP Congestion - 0.795
combinational group share of total power - 0.013
initial antenna violation count - 0
# rows - 35
CTS root buf - clkbuf_8
synthesized area per cell - 10.1 µm²
Synth cell types - 30
Clk pwr share - 0.449
fin cells - 282
final setup vio count - 0
clock skew - 9.73 ps
Log Warnings - 26
Adder Area Share - 0.0175
Worst Reg-to-Reg Cells - 5
unrepaired setup endpoints after global routing - no
CP endpoint kind - output pin
CP required - 3360 ps
I/O pins - 6
Post-synth regs - 30
CTS tree - built
commonest non-fill, non-tap cell in the layout - dfrtp_1
die width - 118 µm
Vias/cell - 3.80
Worst Hold Path Cells - 2
fillers - 1053
sequential power share - 0.537
Largest register FFs - 25
Detailed Routing Iterations Pass 1 - 4
Max VDD drop - 94.3 µV
Port Buffers - 5
1st-iter DRT viols - 45
FP Util - 0.154
Num Clock Sinks - 30
Worst Tran Pin Value - 515 ps
Setup TNS - 0 ps
clk buf depth - 2
Top logic family - simple AND/OR/NAND/NOR gates
placed standard-cell area - 1640 µm²
Global Route Usage Sum - 0.0417
share of cells above drive strength 1 - 0.105
cts hold-fix bufs - 0
vias in the first global route - 1030
Inst Count DP - 274
crit path kind - reg -> out
crit path to - led_out[0]
core area - 9280 µm²
Final Max Tran Viols - 0
Top cells excl fill/tap - 29 x dfrtp_1, 11 x nand3_1, 11 x o21ai_0, 10 x nand2_1
Finished Cell Area - 1730 µm²
crit share post-route - 0.504
CP Launch Type - flop
final design utilization - 0.187
die area - 13900 µm²
synthesized area - 1430 µm²
Seq/Total Area, Yosys - 0.524
simple-gate area share of the yosys netlist - 0.257
Hold WC Path Type - reg -> reg
XOR Share, Synth - 0.0794
Sw Ratio - 0.215
HPWL after DPL - 1940 µm
Int Pwr - 0.000422 W
WL final - 2810 µm
drt drc - 0
max cap viols - 0
Worst-Skew Late Latency - 280 ps
# Cells Yosys - 142
yosys stat chip area - 1430 µm²
worst reg2reg path endpoint - cnt[24]
CP arrival - 1280 ps
Post-DRT Antenna Nets - 0
Storage cell area - 752 µm²
clk slew on worst S/H paths - 70 ps
Hold Vio Cnt, Final - 0
logic area - 637 µm²
Post-Synth AOI/OAI Area - 0.0908
# resized after CTS - 0
Multiplexer share - 0
Routed wire per std cell - 9.96 µm
min Tclk post-route - 2120 ps
Worst R2R Setup Slack - 2290 ps
Switch Pwr - 0.000116 W
Setup Buffers After CTS - 0
pin count of the biggest net entering global routing - 31
maximum clock rate - 473 MHz
first-pass GRT wire length - 5070 µm
n_diodes - 0
GRT overflow - 0
H-tree Lvls - 2
status - finished clean
==> worst min-delay path by stage <==
stage | start | slack, ps | endpoint
5_1_grt | cnt[0] | 520 | cnt[0]
6_report | led_out_reg[2] | 500 | led_out_reg[3]
4_1_cts | cnt[17] | 500 | cnt[17]
==> cell type report <==
type / count / share of cell area
sequential: 30 / 0.434
multi-input combinational: 102 / 0.368
tap: 129 / 0.0931
clock buffer: 6 / 0.0477
timing repair buffer: 7 / 0.0375
inverter: 6 / 0.0130
clock inverter: 2 / 0.00722
==> routing by layer <==
layer,track usage,wire (µm),share of wire,vias to the layer above
met4,0.00773,13,0.0046,0
met5,0,0,0,-
met3,0.0126,96,0.034,2
li1,-,-,-,531
met2,0.0601,1210,0.43,15
met1,0.0606,1490,0.53,523
==> synth_stat cells <==
| master | count | share of area |
|---|---|---|
| a21oi_1 | 9 | 0.031 |
| dfrtp_1 | 29 | 0.51 |
| and4_1 | 4 | 0.024 |
| o21ai_0 | 11 | 0.038 |
| nand4_1 | 4 | 0.017 |
| buf_6 | 1 | 0.0079 |
| and3_1 | 3 | 0.013 |
| ha_1 | 2 | 0.017 |
| xor2_1 | 6 | 0.037 |
| o31ai_1 | 4 | 0.021 |
| and3_2 | 1 | 0.0052 |
| nand2_2 | 1 | 0.0044 |
| nor4_1 | 1 | 0.0044 |
| nor4b_1 | 1 | 0.0061 |
| dfstp_2 | 1 | 0.018 |
| or4_1 | 4 | 0.021 |
| xnor2_1 | 7 | 0.043 |
| nand3_1 | 11 | 0.038 |
| nor2_1 | 9 | 0.024 |
| and2_1 | 1 | 0.0044 |
| and4_2 | 1 | 0.0070 |
| nor4_2 | 1 | 0.0087 |
| clkbuf_1 | 3 | 0.0079 |
| or3_1 | 6 | 0.026 |
| inv_1 | 6 | 0.016 |
| or4_4 | 1 | 0.0079 |
| nand2_1 | 10 | 0.026 |
| nor3_1 | 2 | 0.0070 |
| and4b_1 | 1 | 0.0070 |
| nor2b_1 | 1 | 0.0044 |
==> logic make-up after synthesis <==
group / Yosys count
simple gates: 63
xor+xnor: 13
buf+inv: 10
compound gates: 24
flops: 30
fa+ha+maj: 2
==> power by group through the flow <==
stage                 registers, W    logic, W  clock network, W
after CTS                 0.000289  0.00000759          0.000247
final                     0.000289  0.00000706          0.000242
after global routing      0.000289  0.00000842          0.000262
==> critical path, stage by stage (launching register included) <==
cell and delay (ps):
dfstp_2 540, inv_1 50, clkdlybuf4s50_1 400
==> metrics by stage <==
stage          setup WS (ps)  power (W)
4_1_cts                 2060   0.000544
3_3_place_gp            2340   0.000302
2_1_floorplan           2430   0.000294
5_1_grt                 2030   0.000559
3_5_place_dp            2320   0.000302
6_report                2080   0.000538
Power and IR drop assume default switching activity.
