File: /design/flow/run.sh
#!/bin/bash
# OpenROAD 26Q1-2900-gdf79404cd8, Yosys 0.63+post, stock flow scripts
make -C /OpenROAD-flow-scripts/flow DESIGN_CONFIG=/design/flow/config.mk WORK_HOME=/design/flow/orfs finish
File: /design/flow/config.mk
export PLATFORM = sky130hd
export DESIGN_NAME = decoder3_8_top
export DESIGN_NICKNAME = decoder3_8_top
export VERILOG_FILES = /design/flow/design.v
export SDC_FILE = /design/flow/constraint.sdc
export NUM_CORES = 4
export LEC_CHECK = 1
export CORE_AREA = 10 10 70 70
export DIE_AREA = 0 0 80 80
File: /design/flow/constraint.sdc
current_design decoder3_8_top

set clk_period 1.0
set clk_io_pct 0.2

create_clock -name clk0 -period $clk_period

set non_clock_inputs [all_inputs -no_clocks]
set_input_delay [expr $clk_period * $clk_io_pct] -clock clk0 $non_clock_inputs
set_output_delay [expr $clk_period * $clk_io_pct] -clock clk0 [all_outputs]
File: /design/flow/design.v
module decoder3_8_top 
(
	input	wire	in1,
	input	wire 	in2,
	input 	wire	in3,
	output	reg		[7:0]out
);
always@(*)
	if({in1,in2,in3} == 3'b000)
		out = 8'b0000_0001;
	else if({in1, in2, in3} == 3'b001)
		out = 8'b0000_0010;
	else if({in1, in2, in3} == 3'b010)
		out = 8'b0000_0100;
	else if({in1, in2, in3} == 3'b011)
		out = 8'b0000_1000;
	else if({in1, in2, in3} == 3'b100)
		out = 8'b0001_0000;
	else if({in1, in2, in3} == 3'b101)
		out = 8'b0010_0010;
	else if({in1, in2, in3} == 3'b110)
		out = 8'b0100_0010;
	else if({in1, in2, in3} == 3'b111)
		out = 8'b1000_0000;
	else
		out = 8'b0000_0001;
endmodule
==> deck_impl_summary.md <==
Key Metrics from the Run

Setup path
  • Crit. End Element: primary output
  • Class of the most critical setup path: in -> out
  • WP data arrival: 0.77 ns
  • CP max-delay cell: and3_2
  • Critical-path cell list: buf_6 -> buf_6 -> buf_6 -> and3_2 -> buf_2
  • Critical path's largest stage delay: 0.15 ns
  • Worst Path Buf+Inv: 4
  • Worst setup SP type: primary input
  • Crit path DRT: 0.80 ns
  • Most common cell on crit path: buf_6
  • Delay-heaviest family, CP: buffers and inverters
  • Crit Path Max Fanout: 4

Layout
  • Layout fillers: 406
  • Logic area: 75.1 µm²
  • Sequential cell count: 0
  • Reg area: 0 µm²
  • Area growth from synthesis to layout: 377%
  • Design Area, Final: 287 µm²
  • Share of cells above drive strength 1: 78.6%
  • Non-filler cells, final: 74
  • Core Util, Final: 8.39%
  • Clock buf count: 0

Logic synthesis
  • Post-Syn Area per Cell: 6.01 µm²
  • Top cells by area, synth: and3_2 (25%), nor3_1 (17%), and3b_1 (15%)
  • Cell count after synthesis: 10
  • Yosys Instances: 10
  • Post-Syn Area: 60.1 µm²
  • Warnings from Yosys: 1
  • Seq/Total Area, Yosys: 0%
  • Synth top area share: 25.0%
  • Yosys stat area: 60.1 µm²
  • Count of cell types in the netlist: 8
  • Largest area contributor in the netlist: and3_2

Floorplan
  • Die Height: 80 µm
  • Core area: 0.00342 mm²
  • Die Wd: 80 µm
  • FP Core Util: 1.76%
  • Chip area: 0.00640 mm²
  • # IOs: 11
  • # rows: 21

Placement
  • Post-DP HPWL: 330 µm
  • Post-Place Cells: 71
  • Final GP Congestion: 0.738
  • Port Buffers: 11
  • Dpl ws: -0.691 ns
  • DP Area: 258 µm²

Detailed routing
  • Via density: 1.95
  • DR pass1 iterations: 2
  • Via count: 144
  • N_diodes: 0
  • Final WL: 402 µm
  • Antenna Nets Post-Route: 0
  • DRT iter0 DRCs: 1
  • Post-route DRC violation count: 0
  • Drt wl/cell: 5.43 µm

Clocking
  • CTS Hold Bufs: 0

GRT
  • Initial antenna violation count: 0
  • GRT busiest layer: met2
  • Met2 global-route usage: 1.85%
  • Total track usage: 1.25%
  • Vias in the first global route: 141
  • First-pass GRT wire length: 703 µm
  • M1 GR Usage: 1.78%
  • Met3 usage: 0.455%
  • Pin count of the biggest net entering global routing: 5
  • Gr ovfl total: 0

Hold path
  • Min-delay src: in1
  • WHS Path Cells: 4
  • Worst hold endpoint: out[3]
  • Worst hold path class: in -> out

Timing
  • Min Clock Period, post-route: 0.974 ns
  • Slew @ Worst Pin: 0.110 ns
  • Setup violators final: 0
  • RSZ-0062 raised after global routing: yes
  • Fin crit share: 97.4%
  • Slew Viols, Final: 0
  • Fmax: 1.03 GHz
  • Final Hold Violating Endpoints: 0
  • Setup WS post-layout: 0.0261 ns
  • Rel. slew slack: 92.6%
  • Min Hold Slack: 0.696 ns

Pwr
  • PD cells: 284 mW/mm²
  • Worst VDD drop: 0.0000264 V
  • Leakage: 0.138 nW

Flow run
  • Maxcap violations: 0
  • Tool warnings: 34

Run status
  • Status: complete, no violations
-- tightest hold or removal path: stages --
cell      delay, ns
buf_6          0.08
buf_6          0.09
nor2_1         0.03
clkbuf_2       0.09
-- what timing repair did --
item	4_1_cts	5_1_grt
buffers inserted	3	0
pin swaps	3	2
endpoints found under the hold margin	0	0
setup endpoints to repair	8	4
resized	42	4
-- area by class of cell --
cell class	instances	area share (%)
Inverter	1	1.31
Multi-Input combinational cell	9	26.2
Tap cell	46	20.1
Timing Repair Buffer	18	52.4
-- cell usage in the layout, fill, tap and decap left out --
master / netlist / final
a21o_1: 1 / 1
and3_2: 2 / 1
and3_4: 0 / 1
and3b_1: 1 / 1
buf_2: 0 / 4
buf_4: 0 / 3
buf_6: 0 / 7
clkbuf_2: 0 / 2
clkdlybuf4s15_1: 0 / 1
dlygate4sd2_1: 0 / 1
inv_2: 0 / 1
nand2_1: 1 / 1
nor2_1: 1 / 1
nor3_2: 0 / 2
nor3b_2: 0 / 1
-- Yosys cell counts --
| master | n |
|---|---|
| nor3b_1 | 1 |
| nand2_1 | 1 |
| and3_2 | 2 |
| a21o_1 | 1 |
| nor2_1 | 1 |
| nor3_1 | 2 |
| and3b_1 | 1 |
| inv_1 | 1 |
-- report_power, final --
| group | switching, mW | total [mW] | leakage (nW) | internal, mW |
|---|---|---|---|---|
| clock network | 0 | 0 | 0 | 0 |
| logic | 0.0265 | 0.0813 | 0.138 | 0.0548 |
| registers | 0 | 0 | 0 | 0 |
-- per-layer routing --
metal / vias up / share of wire (%) / wire (µm)
li1: 74 / - / -
met3: 0 / 16 / 65
met1: 60 / 49 / 198
met4: 0 / 0 / 0
met5: - / 0 / 0
met2: 10 / 35 / 139
-- cell families after synthesis --
logic type	Yosys count	share of synthesized area, %
AOI/OAI and AO/OA	1	12.5
buffers and inverters	1	6.24
and+or+nand+nor	8	81.2
-- per-stage QoR --
| step | setup TNS, ns | power (mW) |
|---|---|---|
| 2_1_floorplan | 0 | 0.0103 |
| 3_3_place_gp | -5.19 | 0.0698 |
| 3_5_place_dp | -5.28 | 0.0711 |
| 4_1_cts | -0.0411 | 0.0812 |
| 5_1_grt | -0.0162 | 0.0909 |
| 6_report | 0 | 0.0813 |
-- worst max path at each step --
stage	cells after the start	slack, ns	to	from
4_1_cts	4	-0.04	out[1]	in2
6_report	5	0.03	out[7]	in3
5_1_grt	5	-0.02	out[4]	in3
Power is estimated from default activity; no workload was simulated.
